==> flow/design.v <==
module apb_master #(
    parameter ADDR_WIDTH = 8,       
    parameter DATA_WIDTH = 32       
)(
    input  wire                    PCLK,        
    input  wire                    PRESETn,     
    output reg  [ADDR_WIDTH-1:0]   PADDR,       
    output reg                     PSEL,        
    output reg                     PENABLE,     
    output reg                     PWRITE,      
    output reg  [DATA_WIDTH-1:0]   PWDATA,      
    output reg  [DATA_WIDTH/8-1:0] PSTRB,       
    input  wire [DATA_WIDTH-1:0]   PRDATA,      
    input  wire                    PREADY,      
    input  wire                    PSLVERR,     
    input  wire                    transfer,    
    input  wire                    write_read,  
    input  wire [ADDR_WIDTH-1:0]   addr_in,     
    input  wire [DATA_WIDTH-1:0]   wdata_in,    
    input  wire [DATA_WIDTH/8-1:0] strb_in,     
    output reg  [DATA_WIDTH-1:0]   rdata_out,   
    output reg                     transfer_done,  
    output reg                     error         
);
    localparam IDLE   = 2'b00;
    localparam SETUP  = 2'b01;
    localparam ACCESS = 2'b10;
    reg [1:0] state, next_state;
    reg [ADDR_WIDTH-1:0]   addr_reg;
    reg [DATA_WIDTH-1:0]   wdata_reg;
    reg [DATA_WIDTH/8-1:0] strb_reg;
    reg                    write_read_reg;
    always @(posedge PCLK or negedge PRESETn) begin
        if (!PRESETn)
            state <= IDLE;
        else
            state <= next_state;
    end
    always @(*) begin
        next_state = state;
        case (state)
            IDLE: begin
                if (transfer)
                    next_state = SETUP;
            end
            SETUP: begin
                next_state = ACCESS;
            end
            ACCESS: begin
                if (PREADY)
                    next_state = IDLE;
            end
            default: next_state = IDLE;
        endcase
    end
    always @(posedge PCLK or negedge PRESETn) begin
        if (!PRESETn) begin
            addr_reg       <= {ADDR_WIDTH{1'b0}};
            wdata_reg      <= {DATA_WIDTH{1'b0}};
            strb_reg       <= {(DATA_WIDTH/8){1'b0}};
            write_read_reg <= 1'b0;
        end
        else if (state == IDLE && transfer) begin
            addr_reg       <= addr_in;
            wdata_reg      <= wdata_in;
            strb_reg       <= strb_in;
            write_read_reg <= write_read;
        end
    end
    always @(posedge PCLK or negedge PRESETn) begin
        if (!PRESETn) begin
            PADDR   <= {ADDR_WIDTH{1'b0}};
            PSEL    <= 1'b0;
            PENABLE <= 1'b0;
            PWRITE  <= 1'b0;
            PWDATA  <= {DATA_WIDTH{1'b0}};
            PSTRB   <= {(DATA_WIDTH/8){1'b0}};
        end
        else begin
            case (state)
                IDLE: begin
                    PSEL    <= 1'b0;
                    PENABLE <= 1'b0;
                end
                SETUP: begin
                    PADDR   <= addr_reg;
                    PSEL    <= 1'b1;
                    PENABLE <= 1'b0;
                    PWRITE  <= write_read_reg;
                    if (write_read_reg) begin
                        PWDATA <= wdata_reg;
                        PSTRB  <= strb_reg;
                    end
                    else begin
                        PWDATA <= {DATA_WIDTH{1'b0}};
                        PSTRB  <= {(DATA_WIDTH/8){1'b0}};
                    end
                end
                ACCESS: begin
                    PENABLE <= 1'b1;
                end
                default: begin
                    PSEL    <= 1'b0;
                    PENABLE <= 1'b0;
                end
            endcase
        end
    end
    always @(posedge PCLK or negedge PRESETn) begin
        if (!PRESETn) begin
            rdata_out <= {DATA_WIDTH{1'b0}};
        end
        else if (state == ACCESS && PREADY && !write_read_reg) begin
            rdata_out <= PRDATA;
        end
    end
    always @(posedge PCLK or negedge PRESETn) begin
        if (!PRESETn) begin
            transfer_done <= 1'b0;
        end
        else begin
            if (state == ACCESS && PREADY)
                transfer_done <= 1'b1;
            else
                transfer_done <= 1'b0;
        end
    end
    always @(posedge PCLK or negedge PRESETn) begin
        if (!PRESETn) begin
            error <= 1'b0;
        end
        else begin
            if (state == ACCESS && PREADY && PSLVERR)
                error <= 1'b1;
            else if (state == IDLE)
                error <= 1'b0;
        end
    end
endmodule
==> flow/run.sh <==
#!/bin/bash
# OpenROAD 26Q1-2900-gdf79404cd8, Yosys 0.63+post, stock flow scripts
make -C /OpenROAD-flow-scripts/flow DESIGN_CONFIG=/design/flow/config.mk WORK_HOME=/design/flow/orfs finish
==> flow/config.mk <==
export PLATFORM = sky130hd
export DESIGN_NAME = apb_master
export DESIGN_NICKNAME = apb_master
export VERILOG_FILES = /design/flow/design.v
export SDC_FILE = /design/flow/constraint.sdc
export NUM_CORES = 4
export LEC_CHECK = 1
export CORE_UTILIZATION = 50
==> flow/constraint.sdc <==
current_design apb_master

set clk_period 4.0
set clk_io_pct 0.2

create_clock -name clk0 -period $clk_period [get_ports {PCLK}]

set non_clock_inputs [all_inputs -no_clocks]
set_input_delay [expr $clk_period * $clk_io_pct] -clock clk0 $non_clock_inputs
set_output_delay [expr $clk_period * $clk_io_pct] -clock clk0 [all_outputs]
==> summary.txt <==
Gate count of the mapped netlist = 353
Routability-driven placement congestion ratio = 0.758
Worst hold slack = 0.389 ns
Synthesis-stage register bit count = 129
1st-pass router iterations = 4
Row cnt = 36
Area leader share = 63.8%
Sum of negative setup slack = 0 ns
Most used standard cell by instance count after synthesis = sky130_fd_sc_hd__dfrtp_1
Average cell area after synthesis = 14.2 um2
Count of clock tree sinks = 129
Number of antenna-violating nets in the routed design = 0
Portion of the post-synthesis area used by sequential elements = 64.3%
Via total after detailed routing = 3268
Crit path largest cell delay = 0.53 ns
Cycle use final = 55.7%
Worst Path Buf+Inv = 1
Worst Clk Skew = 0.00715 ns
Number of unique standard cell types used by synthesis = 16
GR Util All Layers = 21.9%
Worst Setup Path Type = flip-flop to primary output
Number of clock buffers inserted by TritonCTS = 17
Count of fill cells added during filler insertion = 617
Unrepaired setup endpoints after global routing = false
Pwr Density = 687 nW/um2
Number of cells on the worst reg-to-reg path = 2
Num ports = 163
Yosys Chip Area = 5020 um2
Time the worst path needs with I/O delays and setup = 2.23 ns
Synth Flop Type = sky130_fd_sc_hd__dfrtp_1
Global-route wire length before repair = 16700 um
Overall Power = 5.01 mW
Most common library cells after synthesis = sky130_fd_sc_hd__dfrtp_1, sky130_fd_sc_hd__mux2_2, sky130_fd_sc_hd__inv_1, sky130_fd_sc_hd__nand3_1, sky130_fd_sc_hd__o21ai_0
Initial detailed-routing violation count = 81
Type of the worst min-delay path = input pin to asynchronous set/reset pin
Hold Vio Cnt, Final = 0
Yosys warning count = 1
Max H-tree Level = 4
Sum of routed wire length over all layers = 10400 um
Number of vias per cell after detailed routing = 4.93
Peak VDD IR = 0.402 mV
Slew at the pin closest to its max-slew limit = 0.719 ns
Per-cell routed wire length = 15.6 um
Root Buffer Master = sky130_fd_sc_hd__clkbuf_8
CP Max Fanout = 2
Worst slew margin = 51.9%
Overall chip area = 10400 um2
Fraction of registers with async set/reset = 100%
Area delta synth->final = 45.1%
Worst-path cell with the longest stage delay = sky130_fd_sc_hd__clkdlybuf4s50_1
Cell count in the Yosys report = 353
Number of setup violations in the final report = 0
Endpoint of the worst-slack reg-to-reg timing path = PADDR[5]$_DFFE_PN0P_
Maximum number of pins on one net before global-route repair = 130
Initial cell density of the core = 51.4%
Insertion delay to the later sink of the worst-skew pair = 0.50 ns
Post-DP HPWL = 6350 um
Die H = 102 um
Clock transition at path regs = 0.06 ns
Number of buffers on the longest clock path = 2
Crit path max-delay family = buffers and inverters
Status = complete, no violations
Max-capacitance violation count = 0
Ratio of cells with drive above 1 in the final layout = 23.6%
Count of flip-flops with a built-in enable after synthesis = 0
Core Box Area = 9770 um2
Buffers inserted by post-CTS timing repair = 0
Number of diodes = 0
R2R Setup Slk = 2.22 ns
Max Clock Freq = 449 MHz
Width of the die = 102 um
Launch point of the critical path = rdata_out[12]$_DFFE_PN0P_
Cell type contributing the most total cell area after synthesis = sky130_fd_sc_hd__dfrtp_1
Number of max-slew violations in the final report = 0
Top cells by area in the synthesized netlist = sky130_fd_sc_hd__dfrtp_1, sky130_fd_sc_hd__mux2_2, sky130_fd_sc_hd__mux2_4
Worst Path Required = 3.20 ns
Hold bufs inserted after CTS = 0
Arrival time of data at the critical path endpoint = 1.43 ns
Number of global-route vias before repair = 3232
Overflow after GRT = 0
Antenna violations before repair = 0
Number of gates given a new drive strength after cts = 0
Sequence of cells on the critical path = clkdlybuf4s50_1
CP endpoint kind = primary output
Area of the mapped netlist = 5020 um2
Port Buffer Count = 162
Leakage power of the design = 3.26 nW
TritonCTS clock tree = built
Startpoint class of the critical path = flip-flop
Drt drc = 0
Count of tool warnings = 28
Reg-to-Reg Start = state[2]$_DFF_PN0_
## metal layers
layer / up-vias / share of wire (%) / global-route usage [%]
met3: 10 / 9.9 / 7.79
met1: 1616 / 46 / 36.2
met2: 115 / 43 / 30.9
met4: 0 / 0.98 / 2.20
met5: - / 0 / 0
li1: 1527 / - / -
## power by group
group	internal (mW)	total, mW	switching, mW
sequential	1.85	2.15	0.298
combinational	1.04	1.38	0.338
clock	0.956	1.48	0.526
## logic make-up after synthesis
family                 count (synthesis)  synth area share [%]
muxes                                 87                  21.7
and+or+nand+nor                       39                  4.24
buffers and inverters                 59                  5.66
DFF                                  129                  64.3
AOI/OAI and AO/OA                     39                  4.06
## per-stage QoR
step	util [%]	setup WS, ns	std cells	area (um2)
CTS	74.6	1.77	663	7290
global placement	68.7	1.34	632	6710
floorplan	-	2.42	353	5020
finish	74.6	1.77	663	7290
global route	74.6	1.73	663	7290
detailed placement	68.7	1.31	632	6710
## final cells by class
cell class	instances	area, um2	area share [%]
Tap cell	133	166	2.28
Multi-Input combinational cell	165	1510	20.7
Inverter	39	146	2.01
Sequential cell	129	3230	44.3
Clock buffer	20	435	5.97
Timing Repair Buffer	166	1660	22.8
Clock inverter	11	139	1.91
## worst max path at each step
stage | end | slack [ns] | depth (start not counted)
final | rdata_out[12] | 1.77 | 1
after global routing | rdata_out[12] | 1.73 | 1
after CTS | rdata_out[12] | 1.77 | 1
## cells in the final DEF (no fill, tap or decap)
cell | Yosys | final
sky130_fd_sc_hd__buf_4 | 0 | 4
sky130_fd_sc_hd__buf_12 | 0 | 1
sky130_fd_sc_hd__a22o_1 | 1 | 1
sky130_fd_sc_hd__o21ai_0 | 36 | 36
sky130_fd_sc_hd__clkbuf_16 | 0 | 16
sky130_fd_sc_hd__clkbuf_1 | 5 | 2
sky130_fd_sc_hd__nand3b_4 | 1 | 1
sky130_fd_sc_hd__clkinv_4 | 0 | 1
sky130_fd_sc_hd__clkinvlp_4 | 0 | 2
sky130_fd_sc_hd__clkbuf_8 | 0 | 2
sky130_fd_sc_hd__clkdlybuf4s50_1 | 0 | 161
sky130_fd_sc_hd__and2_1 | 1 | 1
sky130_fd_sc_hd__o21bai_1 | 1 | 1
sky130_fd_sc_hd__mux2_2 | 57 | 57
sky130_fd_sc_hd__dfstp_2 | 1 | 1
sky130_fd_sc_hd__nand3_1 | 36 | 36
sky130_fd_sc_hd__dfrtp_2 | 0 | 1
sky130_fd_sc_hd__a21o_1 | 1 | 1
sky130_fd_sc_hd__bufinv_16 | 0 | 3
sky130_fd_sc_hd__inv_1 | 39 | 39
sky130_fd_sc_hd__mux2_4 | 30 | 30
sky130_fd_sc_hd__nand2_2 | 1 | 1
sky130_fd_sc_hd__dfrtp_1 | 128 | 127
sky130_fd_sc_hd__clkinv_2 | 0 | 5
No activity file was given, so power comes from the tool's default toggle rates.
